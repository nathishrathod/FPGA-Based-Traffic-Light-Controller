==> /design/flow/design.v <==
module traffic_controller #(
    parameter COUNTER_WIDTH = 32,
    parameter GREEN_TICKS   = 50000000,    
    parameter YELLOW_TICKS  = 5000000,
    parameter ALLRED_TICKS  = 1000000,
    parameter EMG_GREEN_TICKS = 80000000
)(
    input  wire clk,
    input  wire rst,        
    input  wire emg_ns,
    input  wire emg_ew,
    output reg  ns_red,
    output reg  ns_yellow,
    output reg  ns_green,
    output reg  ew_red,
    output reg  ew_yellow,
    output reg  ew_green,
    output reg [2:0] state_debug  
);
    localparam S_NS_GREEN  = 3'd0;
    localparam S_NS_YELLOW = 3'd1;
    localparam S_ALLRED_1  = 3'd2;
    localparam S_EW_GREEN  = 3'd3;
    localparam S_EW_YELLOW = 3'd4;
    localparam S_ALLRED_2  = 3'd5;
    localparam S_EMG_NS    = 3'd6;
    localparam S_EMG_EW    = 3'd7;
    reg [2:0] state, next_state;
    reg [COUNTER_WIDTH-1:0] timer;
    always @(*) begin
        next_state = state;
        case (state)
            S_NS_GREEN: begin
                if (emg_ns) next_state = S_EMG_NS;
                else if (emg_ew) next_state = S_EMG_EW;
                else if (timer >= GREEN_TICKS) next_state = S_NS_YELLOW;
            end
            S_NS_YELLOW: begin
                if (emg_ns) next_state = S_EMG_NS;
                else if (emg_ew) next_state = S_EMG_EW;
                else if (timer >= YELLOW_TICKS) next_state = S_ALLRED_1;
            end
            S_ALLRED_1: begin
                if (emg_ns) next_state = S_EMG_NS;
                else if (emg_ew) next_state = S_EMG_EW;
                else if (timer >= ALLRED_TICKS) next_state = S_EW_GREEN;
            end
            S_EW_GREEN: begin
                if (emg_ew) next_state = S_EMG_EW;
                else if (emg_ns) next_state = S_EMG_NS;
                else if (timer >= GREEN_TICKS) next_state = S_EW_YELLOW;
            end
            S_EW_YELLOW: begin
                if (emg_ew) next_state = S_EMG_EW;
                else if (emg_ns) next_state = S_EMG_NS;
                else if (timer >= YELLOW_TICKS) next_state = S_ALLRED_2;
            end
            S_ALLRED_2: begin
                if (emg_ns) next_state = S_EMG_NS;
                else if (emg_ew) next_state = S_EMG_EW;
                else if (timer >= ALLRED_TICKS) next_state = S_NS_GREEN;
            end
            S_EMG_NS: begin
                if (timer >= EMG_GREEN_TICKS) next_state = S_ALLRED_1;  
            end
            S_EMG_EW: begin
                if (timer >= EMG_GREEN_TICKS) next_state = S_ALLRED_2;
            end
            default: next_state = S_NS_GREEN;
        endcase
    end
    always @(posedge clk) begin
        if (rst) begin
            state <= S_NS_GREEN;
            timer <= 0;
        end else begin
            if (state != next_state) begin
                state <= next_state;
                timer <= 0;
            end else begin
                timer <= timer + 1;
            end
        end
    end
    always @(*) begin
        ns_red    = 1'b0;
        ns_yellow = 1'b0;
        ns_green  = 1'b0;
        ew_red    = 1'b0;
        ew_yellow = 1'b0;
        ew_green  = 1'b0;
        state_debug = state;
        case (state)
            S_NS_GREEN: begin ns_green = 1; ew_red = 1; end
            S_NS_YELLOW: begin ns_yellow = 1; ew_red = 1; end
            S_ALLRED_1: begin ns_red = 1; ew_red = 1; end
            S_EW_GREEN: begin ew_green = 1; ns_red = 1; end
            S_EW_YELLOW: begin ew_yellow = 1; ns_red = 1; end
            S_ALLRED_2: begin ns_red = 1; ew_red = 1; end
            S_EMG_NS: begin ns_green = 1; ew_red = 1; end
            S_EMG_EW: begin ew_green = 1; ns_red = 1; end
            default: begin ns_red = 1; ew_red = 1; end
        endcase
    end
endmodule
==> /design/flow/run.sh <==
#!/bin/bash
# OpenROAD 26Q1-2900-gdf79404cd8, Yosys 0.63+post, stock flow scripts
make -C /OpenROAD-flow-scripts/flow DESIGN_CONFIG=/design/flow/config.mk WORK_HOME=/design/flow/orfs finish
==> /design/flow/config.mk <==
export PLATFORM = sky130hd
export DESIGN_NAME = traffic_controller
export DESIGN_NICKNAME = traffic_controller
export VERILOG_FILES = /design/flow/design.v
export SDC_FILE = /design/flow/constraint.sdc
export NUM_CORES = 4
export LEC_CHECK = 1
export CORE_UTILIZATION = 30
==> /design/flow/constraint.sdc <==
current_design traffic_controller

set clk_period 6.9
set clk_io_pct 0.2

create_clock -name clk0 -period $clk_period [get_ports {clk}]

set non_clock_inputs [all_inputs -no_clocks]
set_input_delay [expr $clk_period * $clk_io_pct] -clock clk0 $non_clock_inputs
set_output_delay [expr $clk_period * $clk_io_pct] -clock clk0 [all_outputs]
==> Changelog: implementation <==
## Flow update

* Tool warning count at 27
* Critical Path Sink Type: flop
* Post-CTS Setup Bufs at 0
* Final Max Tran Viols at 0
* Slew margin rel. at 0.361
* Latency at later pin at 290 ps
* Metal1 wirelength at 2.56 mm
* DP HPWL at 3.68 mm
* Min cycle time layout at 3840 ps
* Chip width at 91.6 µm
* Total GRT Usage at 0.135
* Most frequent logic cell in the layout: dfxtp_1
* Cycle use final at 0.557
* # IOs at 13
* Startpoint types: primary input
* Cell Area, Synth at 2410 µm²
* CTS tree: done
* First-pass GRT wire length at 9.13 mm
* Global route overflow at 0
* Slowest library cell on the worst path: or4_4
* Pre-antenna DRT Iters at 4
* Final hold viol count at 0
* Syn-to-layout area delta at 9.19%
* Initial drt markers at 85
* Drt drc at 0
* Ys flops at 41
* RSZ-0062 raised after global routing: false
* Ant. Diodes at 0
* FFs w/ async S/R, synth at 0
* HP Start: timer[0]$_SDFF_PP0_
* Vertical die size at 91.6 µm
* Number of enable flip-flop cells at 0
* Fmax at 260 MHz
* CTS resizes at 0
* R2R depth at 8
* Setup-failing EPs final at 0
* CTS Buf Count at 5
* WP data required at 7130 ps
* Most frequent CP cell: nor2_1
* Static leakage at 0.877 nW
* Clock root buffer: clkbuf_8
* Post-Layout Cell Count at 397
* Setup TNS at 0 ps
* H-tree lvl count at 2
* Via-to-Cell Ratio at 5.10
* Via Count at 2024
* Synthesized netlist cell count at 292
* WL met2 at 2.31 mm
* Synthesis area per yosys at 2410 µm²
* Final WL at 5.15 mm
* Synth cell types at 63
* R2R Path End: timer[19]$_SDFF_PP0_
* Vias in the first global route at 1853
* Placed Cells at 389
* Worst-path fanout max at 22
* Highest routed layer: met4
* Final Skew at 6.34 ps
* Post-CTS Hold Buffers at 0
* Core area at 7770 µm²
* Clock sink total at 41
* Critical R2R Launch: timer[26]$_SDFF_PP0_
* # Cells Yosys at 292
* End point of the critical path: timer[19]$_SDFF_PP0_
* Worst-margin pin slew at 950 ps
* Post-DP Area at 2540 µm²
* R2R Setup Slk at 3630 ps
* Post-synthesis sequential area ratio at 0.341
* CP cell instances: clkdlybuf4s50_1, nor2_1, o211ai_1, a21oi_1, a221o_1, a21o_1, nor2_1, or4_4, nor2_1
* Largest net degree at the start of global routing at 23
* IO Port Bufs at 12
* CP startpoint: emg_ns
* Synth warn at 1
* Met3 WL at 263 µm
* Final instance area at 2630 µm²
* Die ar. at 8400 µm²
* Row count at 32
* Mapped Avg Cell Area at 8.25 µm²
* Dominant logic cell types in the final layout: dfxtp_1 (41), nor2_1 (36), nand2_1 (21)
* HP Class: reg2reg
* Fraction of layout cells with a size suffix above 1 at 0.112
* Initial Utilization at 0.310
* Crit path largest cell delay at 750 ps
* Worst IR Drop VDD at 128 µV
* Total of max-cap violations at 0
* Routability cong. at 0.870
* Commonest flop: dfxtp_1
* Antenna violations before repair at 0
* Power Dens Cells at 215 nW/µm²
* WP data arrival at 4070 ps
* Post-route ant nets at 0
* Kind of critical path: in2reg
* Max clock buf depth at 2
* Status: finished clean
* Post-DR wirelength/cell at 13.0 µm
* Clk pin slew, worst setup/hold paths at 80 ps
* Fillers at 839
logic make-up after synthesis:
logic type	Yosys count	synth area share
AOI/OAI and AO/OA	51	0.164
xor gates and xnor gates	25	0.0909
adders and majority gates	4	0.0208
buffers and inverters	31	0.0685
DFF	41	0.341
muxes	1	0.00415
other	1	0.00156
and+or+nand+nor	138	0.309
Yosys cell counts (2+ instances only):
master / instances / area share
nand3_1: 13 / 0.027
nor4b_1: 4 / 0.015
or4_4: 2 / 0.0093
o21ai_0: 7 / 0.015
and4b_1: 2 / 0.0083
or4_1: 2 / 0.0062
a31oi_1: 2 / 0.0052
buf_6: 5 / 0.023
nand4_1: 8 / 0.021
dfxtp_1: 41 / 0.34
xnor2_1: 7 / 0.025
a21o_1: 2 / 0.0062
nor4_1: 10 / 0.026
a211oi_1: 6 / 0.019
a2111o_1: 2 / 0.0093
nand2_1: 21 / 0.033
clkbuf_1: 11 / 0.017
o211ai_1: 2 / 0.0062
nor3_1: 7 / 0.015
a21oi_1: 8 / 0.017
nor2_2: 10 / 0.026
inv_1: 9 / 0.014
and3_1: 4 / 0.010
nor2_1: 36 / 0.056
buf_2: 2 / 0.0042
o2111ai_1: 2 / 0.0073
xor2_1: 18 / 0.065
or2_2: 8 / 0.021
o2111a_1: 3 / 0.014
ha_1: 4 / 0.021
nor2b_1: 2 / 0.0052
how the worst min path moves through the flow:
stage | end | slack, ps | depth (start not counted)
4_1_cts | timer[0]$_SDFF_PP0_ | 480 | 1
5_1_grt | timer[0]$_SDFF_PP0_ | 540 | 1
6_report | timer[0]$_SDFF_PP0_ | 480 | 1
report_power, final:
| group | switching (W) | internal [W] |
|---|---|---|
| registers | 0.0000225 | 0.000253 |
| logic | 0.0000699 | 0.0000650 |
| clock network | 0.0000852 | 0.0000698 |
| total | 0.000178 | 0.000388 |
flip-flops by register name, summed over array words and instances (netlist names):
register and flops:
ns_green 1, ns_yellow 1, ew_red 1, ew_yellow 1
ew_green 1, timer 32, state 3, ns_red 1
per-layer routing:
metal | vias up | GRT usage
met5 | - | 0
met4 | 0 | 0.0119
met3 | 2 | 0.0278
met2 | 44 | 0.200
met1 | 929 | 0.211
li1 | 1049 | -
area by class of cell:
class | instances | area (µm²) | area share
sequential | 41 | 821 | 0.312
timing repair buffer | 12 | 120 | 0.0456
clock buffer | 5 | 68.8 | 0.0262
tap | 102 | 128 | 0.0485
multi-input combinational | 224 | 1440 | 0.547
clock inverter | 3 | 17.5 | 0.00666
inverter | 10 | 37.5 | 0.0143
worst max-delay path, delay by kind of cell:
family | cells | cell delay [ps]
buffers and inverters | 1 | 520
AND/OR/NAND/NOR | 4 | 1400
AND-OR/OR-AND | 4 | 760
per-stage QoR:
step	utilization	hold slack [ps]	setup WS, ps	total power, W
after floorplan	-	439	3750	0.000369
after global placement	0.328	457	2790	0.000415
after detailed placement	0.328	461	2780	0.000416
after CTS	0.339	484	3080	0.000573
after global routing	0.339	536	2930	0.000605
final	0.339	480	3060	0.000566
Power and IR drop assume default switching activity.
